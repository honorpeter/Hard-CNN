[design/flow/run.sh]
#!/bin/bash
# OpenROAD 26Q1-2900-gdf79404cd8, Yosys 0.63+post, stock flow scripts
make -C /OpenROAD-flow-scripts/flow DESIGN_CONFIG=/design/flow/config.mk WORK_HOME=/design/flow/orfs finish
[design/flow/config.mk]
export PLATFORM = sky130hd
export DESIGN_NAME = ReLU_unit
export DESIGN_NICKNAME = ReLU_unit
export VERILOG_FILES = /design/flow/design.v
export SDC_FILE = /design/flow/constraint.sdc
export NUM_CORES = 4
export LEC_CHECK = 1
export CORE_AREA = 10 10 70 70
export DIE_AREA = 0 0 80 80
[design/flow/constraint.sdc]
current_design ReLU_unit

set clk_period 1.0
set clk_io_pct 0.2

create_clock -name clk0 -period $clk_period

set non_clock_inputs [all_inputs -no_clocks]
set_input_delay [expr $clk_period * $clk_io_pct] -clock clk0 $non_clock_inputs
set_output_delay [expr $clk_period * $clk_io_pct] -clock clk0 [all_outputs]
[design/flow/design.v]
`timescale 1ns / 1ps
module ReLU_unit#(parameter WIDTH = 9)
(
    input signed [2*WIDTH-1:0] in,
    output [2*WIDTH-1:0] out
);
reg [2*WIDTH-1:0] out_buffer;
always@(*)
begin
    if (in[2*WIDTH-1] == 1)
        out_buffer <= 0;
    else
        out_buffer <= in;
end
assign out = out_buffer;
endmodule
==> results.sh <==
# implementation run metrics
export IMPL_critPathMaxFanout=10
export IMPL_ys_cells=20
export IMPL_gp_congestion=0.714
export IMPL_synthToLayoutAreaGrowth_pct=220
export IMPL_yosysWarnings=1
export IMPL_rsz0062_at_grt="no"
export IMPL_leakage_uw=0.000254
export IMPL_fin_crit_ns=0.937
export IMPL_fin_crit_sh_pct=93.7
export IMPL_combinationalPowerShare_pct=100.0
export IMPL_ys_area_sq_um=146
export IMPL_drv_cap=0
export IMPL_finalSetupTns_ns=0
export IMPL_swShare_pct=25.8
export IMPL_critPathKind="primary input to output port"
export IMPL_setup_viol=0
export IMPL_synthCells=20
export IMPL_worstHoldStart="in[17]"
export IMPL_yosysUniqueCellTypes=5
export IMPL_fillers=413
export IMPL_drv_slew=0
export IMPL_syn_area_per_cell_sq_um=7.32
export IMPL_grt_busiest_layer="met2"
export IMPL_grt_util_met2_pct=3.45
export IMPL_fmaxAchievable_mhz=1070
export IMPL_grt_pass1_wl_microns=1480
export IMPL_start_kind="primary input"
export IMPL_seqPwrFrac_pct=0
export IMPL_portBuffers=35
export IMPL_fp_utilization_pct=4.29
export IMPL_cts_hold_buffers_added=0
export IMPL_antenna_found_initial=1
export IMPL_warning_count=32
export IMPL_die_area_sq_um=6400
export IMPL_fin_cells=102
export IMPL_num_clock_buffers=0
export IMPL_grt_util_met1_pct=3.43
export IMPL_grt_use_total_pct=2.86
export IMPL_ff_count=0
export IMPL_regArea_sq_um=0
export IMPL_clkPwrFrac_pct=0
export IMPL_fp_coreArea_sq_um=3420
export IMPL_grt_max_degree=11
export IMPL_end_kind="output port"
export IMPL_hold_path_class="primary input to output port"
export IMPL_vias=246
export IMPL_hold_viol=0
export IMPL_num_rows=21
export IMPL_met3_usage_pct=3.30
export IMPL_ioPinCount=36
export IMPL_drtAntennaViolNets=0
export IMPL_drc_errors=0
export IMPL_die_x_microns=80
export IMPL_crit_arrival_ns=0.74
export IMPL_startpoint="in[17]"
export IMPL_required_ns=0.80
export IMPL_drt_iter0_markers=3
export IMPL_postSynthSeqShare_pct=0
export IMPL_gr_total_overflow=0
export IMPL_power_total_uw=124
export IMPL_vias_per_cell=2.41
export IMPL_syn_cell_area_sq_um=146
export IMPL_status="complete, no violations"
export IMPL_ir_drop_mv=0.0877
export IMPL_drt_pass1_iterations=2
export IMPL_grt_pass1_vias=311
export IMPL_dp_cells=101
export IMPL_routed_wl_microns=914
export IMPL_logic_area_sq_um=135
export IMPL_wl_per_cell_microns=8.96
export IMPL_drive_above_1_share_pct=49.1
export IMPL_internal_power_uw=92.3
export IMPL_die_h_microns=80
export IMPL_power_density_nw_per_um2=266
export IMPL_p_sw_uw=32.1
[power groups by stage]
| stage | sequential [uW] | combinational (uW) | clock, uW |
|---|---|---|---|
| after CTS | 0 | 135 | 0 |
| after global routing | 0 | 142 | 0 |
| final | 0 | 124 | 0.000134 |
[cells in the final DEF, fill, tap and decap left out, drive strengths merged]
cell type,Yosys,routed
dlygate4sd2,0,17
clkdlybuf4s15,0,1
buf,2,17
clkbuf,0,2
conb,1,1
and2b,7,7
diode,0,1
nor2b,10,10
[area by class of cell]
class                      instances  share of cell area, %
antenna                            1                  0.535
multi-input combinational         18                   28.9
tap                               46                   12.3
timing repair buffer              37                   58.3
[cell families after synthesis]
logic type             synth area share [%]
other                                  2.56
buffers and inverters                  12.8
and+or+nand+nor                        84.6
[critical path, cell delays in order]
cell and delay, ns:
buf_6 0.10, buf_6 0.13, nor2b_1 0.10, dlygate4sd2_1 0.21
[cells in the mapped netlist]
library cell / n / area share [%]
and2b_2: 7 / 42
buf_4: 1 / 5.1
buf_6: 1 / 7.7
conb_1: 1 / 2.6
nor2b_1: 10 / 43
[per-layer routing]
metal / up-vias / wire [microns]
met5: - / 0
met4: 0 / 0
met3: 0 / 252
met2: 26 / 269
met1: 93 / 391
li1: 127 / -
[through the flow]
| stage | hold WS (ns) | utilization, % | setup slack, ns | instance area (sq um) |
|---|---|---|---|---|
| finish | 0.758 | 13.7 | 0.0627 | 468 |
| global route | 0.782 | 13.6 | 0.00252 | 465 |
| CTS | 0.769 | 14.2 | 0.00466 | 487 |
| detailed placement | 1.31 | 16.1 | -0.640 | 551 |
| global placement | 1.32 | 16.1 | -0.630 | 551 |
| floorplan | 0.463 | - | 0.429 | 146 |
[what timing repair did]
| item | 4_1_cts | 5_1_grt |
|---|---|---|
| gates resized | 75 | 2 |
| setup buffers | 1 | 0 |
| setup endpoints to repair | 17 | 4 |
[worst paths after layout]
| check | to | slack [ns] | cells after the start |
|---|---|---|---|
| max | out[13] | 0.06 | 4 |
| min | out[11] | 0.76 | 4 |
